==> design/flow/design.v <==
module VCJmRE ( input clk, output wire tc,
                input ce,  output wire ceo,
                input r,   output reg [4 - 1 : 0]q = 0 );
        assign tc = (q == (1 << 4) - 1) ;
        assign ceo = ce & tc ;
        always @ (posedge clk)
                q <= (r | ceo) ? 0 : ce ? (q << 1) | {3'b000, !q[4 - 1]} : q ;
endmodule
==> design/flow/run.sh <==
#!/bin/bash
# OpenROAD 26Q1-2900-gdf79404cd8, Yosys 0.63+post, stock flow scripts
make -C /OpenROAD-flow-scripts/flow DESIGN_CONFIG=/design/flow/config.mk WORK_HOME=/design/flow/orfs finish
==> design/flow/config.mk <==
export PLATFORM = sky130hd
export DESIGN_NAME = VCJmRE
export DESIGN_NICKNAME = VCJmRE
export VERILOG_FILES = /design/flow/design.v
export SDC_FILE = /design/flow/constraint.sdc
export NUM_CORES = 4
export LEC_CHECK = 1
export CORE_AREA = 10 10 70 70
export DIE_AREA = 0 0 80 80
==> design/flow/constraint.sdc <==
current_design VCJmRE

set clk_period 1.4
set clk_io_pct 0.2

create_clock -name clk0 -period $clk_period [get_ports {clk}]

set non_clock_inputs [all_inputs -no_clocks]
set_input_delay [expr $clk_period * $clk_io_pct] -clock clk0 $non_clock_inputs
set_output_delay [expr $clk_period * $clk_io_pct] -clock clk0 [all_outputs]
==> notes.md <==
run metrics: status=completed, initial drt markers=0, crit path max fanout=3, synthesized flop and latch total=4, die width=roughly 80 um, distinct lib cells=10, setup bufs post-CTS=0, Final Instance Area=between 300 and 400 um^2, Area Growth Syn to Fin=99.36%, Top reg by flops=q, Placer Congestion=0.8132, gr usage total=approximately 1.9%, share of cells above drive strength 1=between 40% and 50%, Reg area=~83 um^2, post-synth top area cell=dfxtp_1, clk latency late pin=around 0.23 ns, clock sinks=4, Layout Cells excl Fill=about 80, flip-flops with a built-in enable=0, Period minus WS final=roughly 1.4 ns, top flop regs=q x4, most common cell in the netlist=dfxtp_1, Init Core Util=under 10%, CTS tree=yes, Post-synth area hogs=dfxtp_1, mux2i_1, and4_2, VDD IR max=approximately 0.12 mV, Final WS setup=0.03152 ns, Final Hold Viols=0, logic area=approximately 110 um^2, Top-area cell share=41.03%, die height=roughly 80 um, drt total wl=approximately 630 um, largest net degree at the start of global routing=7, tool warnings=25, Netlist Area Pre-Place=around 200 um^2, Synth top cells by count=dfxtp_1, mux2i_1, a311oi_1, and4_2, nand2b_1, Cells after DPL=77, max FFs per register=4, critical path arrival=around 1.1 ns, Pins Over Slew Limit=0, Die ar.=around 6400 um^2, pwr dens=between 700 and 800 nW/um^2, Worst Skew=0.002235 ns, diode count=0, Leak Pwr=approximately 0.16 nW, Worst Tran Pin Value=~0.23 ns, H-tree depth=1, I/O pin total=9, DRC=0, Final Setup Violations=0, Pwr Total=between 0.0002 and 0.0003 W, 1st-pass router iterations=1, Crit Path Class=flip-flop to output port, unrepaired setup endpoints after global routing=no, pre-CTS setup slack=-0.3792 ns, Dominant flop cell=dfxtp_1, YS warnings=1, Worst path slowest cell=dfxtp_2, Filler Cell Count=approximately 400, CTS Buf Count=3, Bufs and invs on worst path=1, fmax=between 700 and 800 MHz, clock tree buffer depth=2, hold crit path type=input pin to flip-flop, Worst-path clk slew=about 0.040 ns, yosys stat chip area=between 150 and 200 um^2, worst-path cell chain=and2_4 > and4_2 > clkdlybuf4s15_1, first-pass GRT wire length=952 um, cell count after synthesis=18, Avg Inst Size Synth=approximately 11 um^2, root buffer cell=clkbuf_4, Remaining Overflow, GRT=0, CP required=1.12 ns, crit end category=output port, CP Depth=3, initial antenna violation count=0, vias per cell=about 2.6, Max-cap violations=0, kind of cell adding the most delay to the critical path=simple AND/OR/NAND/NOR gates, Core Region=between 3000 and 4000 um^2, DRT antenna net count=0, asr flop ratio synth=0%, vias in the first global route=roughly 220, number of port buffers=8, Max-slew headroom=between 80% and 90%, routed via count=about 210, Worst Setup Start Kind=flip-flop, worst hold path stage count=2, R2R depth=3, num rows=21, # Cells Yosys=18, WL per Instance=~7.9 um, fin crit share=between 90% and 100%, slowest stage delay, CP=0.31 ns, Placed Area=between 300 and 400 um^2, Post-synth seq share=just over 40%
[metal layers]
| layer | global-route usage [%] | routed length [um] | vias up |
|---|---|---|---|
| li1 | - | - | 102 |
| met1 | 1.534 | 186 | 101 |
| met2 | 3.933 | 395 | 4 |
| met3 | 0.9091 | 32 | 2 |
| met4 | 0.7042 | 15 | 0 |
| met5 | 0 | 0 | - |
[logic make-up (layout without fill, tap and decap cells)]
family	after synthesis	after routing	share of synthesized area, %
AND-OR/OR-AND	3	3	11.54
buffers and inverters	1	17	5.769
flip-flops	4	4	41.03
multiplexers	3	3	15.39
AND/OR/NAND/NOR	7	7	26.28
[per-stage QoR]
stage               utilization, %  setup TNS (ns)  hold WS (ns)
finish                       11.39               0        0.4686
global route                 11.39               0        0.5045
CTS                          11.36               0        0.4611
detailed placement           10.73         -0.3848        0.6221
global placement             10.73         -0.3513        0.6113
floorplan                        -               0        0.3491
[what timing repair did]
action                     CTS  global route
gates resized                9             1
setup endpoints to repair    4             1
hold buffers                 0             0
[worst paths after layout]
kind	from	endpoint	slack (ns)
min reg2reg	q[1]	q[1]	0.63
max	q[2]	ceo	0.03
min	ce	q[1]	0.47
max reg2reg	q[2]	q[2]	0.44
[cells in the final DEF (no fill, tap or decap), types with 2 or more instances in the layout]
cell type | Yosys | layout
nand2b_1 | 2 | 2
buf_4 | 0 | 6
dfxtp_1 | 4 | 2
clkdlybuf4s15_1 | 0 | 2
a311oi_1 | 2 | 2
clkbuf_4 | 0 | 3
dlygate4sd2_1 | 0 | 3
mux2i_1 | 3 | 3
dfxtp_2 | 0 | 2
and4_2 | 2 | 2
clkdlybuf4s50_1 | 0 | 3
[final cells by class]
| type | instances | area share, % |
|---|---|---|
| timing repair buffer | 14 | 31.19 |
| clock buffer | 3 | 5.788 |
| sequential | 4 | 21.22 |
| tap | 46 | 14.79 |
| multi-input combinational | 13 | 27.01 |
[worst reg2reg max path, stage by stage, from the launching register on]
cell,delay (ns)
dfxtp_2,0.31
and2_4,0.15
buf_4,0.13
a311oi_1,0.27
[power breakdown]
group          switching, W  internal, W
Clock             0.0000426    0.0000955
Sequential       0.00000319     0.000119
Combinational     0.0000133    0.0000220
Power figures rest on the tool's default switching activity, not on a simulated workload.
