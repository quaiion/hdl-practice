File: flow/config.mk
export PLATFORM = sky130hd
export DESIGN_NAME = VCG4RE
export DESIGN_NICKNAME = VCG4RE
export VERILOG_FILES = /design/flow/design.v
export SDC_FILE = /design/flow/constraint.sdc
export NUM_CORES = 4
export LEC_CHECK = 1
export CORE_AREA = 10 10 70 70
export DIE_AREA = 0 0 80 80
File: flow/constraint.sdc
current_design VCG4RE

set clk_period 1.7
set clk_io_pct 0.2

create_clock -name clk0 -period $clk_period [get_ports {clk}]

set non_clock_inputs [all_inputs -no_clocks]
set_input_delay [expr $clk_period * $clk_io_pct] -clock clk0 $non_clock_inputs
set_output_delay [expr $clk_period * $clk_io_pct] -clock clk0 [all_outputs]
File: flow/design.v
module VCG4RE ( input clk, output wire tc,
                input ce,  output wire ceo,
                input r,   output wire [3:0]q );
        reg [4:0]sup = 0 ;
        assign tc = (sup[4:0] == ((1 << 4) | 1)) ;
        assign ceo = ce & tc ;
        assign q = sup[4:1] ;
        always @ (posedge clk) begin
                sup[0] <= (r | ceo) ? 0 : ce ? !sup[0] : sup[0] ;
                sup[1] <= (r | ceo) ? 0 : ((sup[0] == 0) & ce) ? !sup[1] : sup[1] ; 
                sup[2] <= (r | ceo) ? 0 : ((sup[1:0] == ((1 << 1) | 1)) & ce) ? !sup[2] : sup[2] ;
                sup[3] <= (r | ceo) ? 0 : ((sup[2:0] == ((1 << 2) | 1)) & ce) ? !sup[3] : sup[3] ;
                sup[4] <= (r | ceo) ? 0 : ((sup[3:0] == ((1 << 3) | 1)) & ce) ? !sup[4] : sup[4] ;
        end
endmodule
File: flow/run.sh
#!/bin/bash
# OpenROAD 26Q1-2900-gdf79404cd8, Yosys 0.63+post, stock flow scripts
make -C /OpenROAD-flow-scripts/flow DESIGN_CONFIG=/design/flow/config.mk WORK_HOME=/design/flow/orfs finish
==> flow_metrics.env <==
# yosys + openroad results
export IMPL_cp_max_fo=3
export IMPL_drive_gt1_share_pct=31.58
export IMPL_area_growth_pct=68.32
export IMPL_ys_area_um2=252.7
export IMPL_drc=0
export IMPL_chip_area_um2=6400
export IMPL_clock_latency_late_pin_ns=0.24
export IMPL_grt_usage_pct=1.993
export IMPL_cts_tree="done"
export IMPL_diodes=0
export IMPL_hold_path_class="reg2reg"
export IMPL_first_global_vias=214
export IMPL_slew_limit_headroom_pct=85.79
export IMPL_die_w_um=80
export IMPL_die_height_um=80
export IMPL_finalPower_uw=322.3
export IMPL_rows=21
export IMPL_seqCellArea_um2=102.6
export IMPL_rsz0062_at_grt="false"
export IMPL_setup_viol=0
export IMPL_hold_ws_ns=0.5447
export IMPL_switchingPower_uw=76.79
export IMPL_globalRouteOverflowTotal=0
export IMPL_grt_max_degree=7
export IMPL_seqPwrFrac_pct=41.9
export IMPL_critPathKind="reg2out"
export IMPL_max_freq_mhz=643.0
export IMPL_crit_arrival_ns=1.22
export IMPL_openroad_warnings=25
export IMPL_finalMaxSlewViolations=0
export IMPL_ys_flops=5
export IMPL_end_kind="primary output"
export IMPL_fin_skew_ns=0.005623
export IMPL_powerDensity_nw_per_um2=757.6
export IMPL_crit_path_start_kind="flop"
export IMPL_num_vias=218
export IMPL_ys_warn_count=1
export IMPL_r2r_start="sup[3]"
export IMPL_synth_cell_types=13
export IMPL_ys_seq_share_pct=39.60
export IMPL_comb_area_um2=140.1
export IMPL_largest_reg_flops=5
export IMPL_routed_wl_um=657
export IMPL_worst_pin_slew_ns=0.2125
export IMPL_ys_cells=27
export IMPL_regMostFlops="sup"
export IMPL_antenna_found_initial=0
export IMPL_h_tree_depth=1
export IMPL_syn_mean_instance_area_um2=9.361
export IMPL_clkSinkCount=5
export IMPL_crit_start="sup[2]"
export IMPL_io_pins=9
export IMPL_first_pass_iters=2
export IMPL_netlist_area_um2=252.7
export IMPL_leakagePower_nw=0.1556
export IMPL_syn_inst=27
export IMPL_period_minus_slack_ns=1.555
export IMPL_io_buffers=8
export IMPL_clockPowerShare_pct=42.7
export IMPL_gp_congestion=0.6195
export IMPL_combPwrFrac_pct=15.3
export IMPL_hold_start="sup[4]"
export IMPL_cp_required_ns=1.36
export IMPL_ant_nets=0
export IMPL_status="finished, final reports clean"
export IMPL_path_clk_slew_ns=0.05
export IMPL_switching_share_pct=23.83
export IMPL_finalSetupTns_ns=0
export IMPL_grt_pass1_wl_um=952
export IMPL_hold_viol_final=0
export IMPL_min_period_over_period_pct=91.48
export IMPL_top_regs="sup x5"
export IMPL_wl_per_cell_um=7.821
export IMPL_first_iter_violations=3
export IMPL_hpwl_um=513.4
export IMPL_via_per_inst=2.595
export IMPL_cts_buffers=3
export IMPL_internal_power_uw=245.5
export IMPL_max_cap_violations=0
export IMPL_core_area_um2=3416
export IMPL_fillers=406
export IMPL_cts_buffer_depth=2
export IMPL_ir_worst_vdd_mv=0.5823
export IMPL_fp_util_pct=7.399
export IMPL_cts_root_buf="clkbuf_4"
-- power by group through the flow --
stage / combinational (mW) / sequential (mW) / clock, mW
finish: 0.0495 / 0.135 / 0.138
global route: 0.0549 / 0.136 / 0.153
CTS: 0.0503 / 0.135 / 0.143
-- cell usage after synthesis --
| library cell | number | area share, % |
|---|---|---|
| nor2b_1 | 1 | 2.5 |
| and4b_2 | 1 | 4.5 |
| buf_4 | 4 | 12 |
| nor3b_1 | 1 | 3.0 |
| xnor2_1 | 2 | 6.9 |
| dfxtp_1 | 5 | 40 |
| nand2b_1 | 1 | 2.5 |
| nand4b_1 | 1 | 3.5 |
| nand3_1 | 2 | 4.0 |
| mux2i_1 | 1 | 4.0 |
| xor2_1 | 2 | 6.9 |
| nor2_1 | 5 | 7.4 |
| or3b_1 | 1 | 3.5 |
-- cell usage in the layout (no fill, tap or decap), types with 2 or more instances in the layout --
| cell type | instances |
|---|---|
| buf_4 | 3 |
| xnor2_1 | 2 |
| dlygate4sd2_1 | 3 |
| clkbuf_4 | 3 |
| nor2_1 | 4 |
| dfxtp_2 | 2 |
| clkdlybuf4s50_1 | 5 |
| dfxtp_1 | 3 |
| xor2_1 | 2 |
-- cell type report --
class	instances	area share [%]
Multi-Input combinational cell	18	32.94
Timing Repair Buffer	11	23.24
Clock buffer	4	6.176
Sequential cell	5	24.12
Tap cell	46	13.53
-- worst paths after layout --
path	end	slack, ns	depth (start not counted)
worst max-delay path	q[1]	0.14	2
worst min-delay path	sup[4]	0.54	2
worst max register to register	sup[4]	0.71	2
worst min register to register	sup[4]	0.54	2
-- through the flow --
step | cells | area, µm² | util, % | worst slack, ns
6_report | 84 | 425.4 | 12.45 | 0.1449
5_1_grt | 84 | 425.4 | 12.45 | 0.07412
4_1_cts | 84 | 425.4 | 12.45 | 0.1193
3_5_place_dp | 79 | 375.4 | 10.99 | -0.4660
3_3_place_gp | 79 | 375.4 | 10.99 | -0.4794
2_1_floorplan | 27 | 252.7 | - | 0.6933
-- routing by layer --
layer,GRT usage (%),up-vias,wire length (µm)
met1,3.063,97,371
met5,0,-,0
li1,-,110,-
met4,0,0,0
met2,1.846,11,201
met3,1.932,0,84
-- what timing repair did --
item,4_1_cts,5_1_grt
hold buffers,0,0
gates resized,9,0
setup endpoints to repair,2,0
setup buffers,1,0
-- worst max-delay path: stages, from the launching register on --
cell	delay [ns]
dfxtp_1	0.37
buf_4	0.14
clkdlybuf4s50_1	0.46
-- cell families (layout without fill, tap and decap cells) --
logic type | Yosys count | after routing | synth area share (%)
flops | 5 | 5 | 39.61
mux | 1 | 1 | 3.961
buf+inv | 4 | 15 | 11.88
simple gates | 13 | 13 | 30.70
xor+xnor | 4 | 4 | 13.86
Power and IR drop assume default switching activity.
